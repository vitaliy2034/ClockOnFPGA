**design/flow/run.sh**
```bash
#!/bin/bash
# OpenROAD 26Q1-2900-gdf79404cd8, Yosys 0.63+post, stock flow scripts
make -C /OpenROAD-flow-scripts/flow DESIGN_CONFIG=/design/flow/config.mk WORK_HOME=/design/flow/orfs finish
```
**design/flow/constraint.sdc**
```tcl
current_design decoder7seg

set clk_period 1.2
set clk_io_pct 0.2

create_clock -name clk0 -period $clk_period

set non_clock_inputs [all_inputs -no_clocks]
set_input_delay [expr $clk_period * $clk_io_pct] -clock clk0 $non_clock_inputs
set_output_delay [expr $clk_period * $clk_io_pct] -clock clk0 [all_outputs]
```
**design/flow/config.mk**
```make
export PLATFORM = sky130hd
export DESIGN_NAME = decoder7seg
export DESIGN_NICKNAME = decoder7seg
export VERILOG_FILES = /design/flow/design.v
export SDC_FILE = /design/flow/constraint.sdc
export NUM_CORES = 4
export LEC_CHECK = 1
export CORE_AREA = 10 10 70 70
export DIE_AREA = 0 0 80 80
```
**design/flow/design.v**
```verilog
module decoder7seg( input [3:0]i_digit, output reg [7:0]o_sevenseg); 
always @(*)
    case(i_digit)
        0: o_sevenseg = 8'b11000000;
        1: o_sevenseg = 8'b11111001;
        2: o_sevenseg = 8'b10100100;
        3: o_sevenseg = 8'b10110000;
        4: o_sevenseg = 8'b10011001;
        5: o_sevenseg = 8'b10010010;
        6: o_sevenseg = 8'b10000010;
        7: o_sevenseg = 8'b11111000;
        8: o_sevenseg = 8'b10000000;
        9: o_sevenseg = 8'b10010000;
        12:o_sevenseg = 8'b11000110;  
        13:o_sevenseg = 8'b10001001;  
        14:o_sevenseg = 8'b11001110;  
        default: o_sevenseg = 8'b11111111;
    endcase
endmodule
```
==> flow_summary.json <==
{
  "clkbuf_count": 0,
  "die_h_um": 80,
  "area_growth_syn_to_layout_pct": 122.8,
  "critPathTopFamily": "buffers and inverters",
  "arrival_ns": 1.16,
  "die-width_um": 80,
  "ys_top_cells_by_count": "a21oi_1 (8), ha_1 (6), inv_1 (6)",
  "start_kind": "input pin",
  "crit_start": "i_digit[0]",
  "cp_cell_sequence": "buf_8 > buf_6 > ha_4 > or2_1 > a21oi_2 > a21oi_1 > buf_2",
  "fin_tns_setup_ns": -0.7676,
  "final.setup.worst_slack_ns": -0.2035,
  "yosysTopAreaCellShare_pct": 27.40,
  "ys_types": 19,
  "antenna_found_initial": 0,
  "routed_wirelength_um": 896,
  "simple_gate_share_pct": 18.72,
  "setup_viol": 7,
  "grt_pass1_wl_mm": 1.393,
  "die_area_mm2": 0.006400,
  "yosysMostFrequentCell": "a21oi_1",
  "ys_sh_aoi_pct": 31.96,
  "warnings": 39,
  "core-area_mm2": 0.003416,
  "topCombFamilyByArea": "AND-OR/OR-AND gates",
  "adder_share_pct": 27.40,
  "ys_sh_mux_pct": 3.653,
  "utilization_pct": 17.88,
  "worstHoldStart": "i_digit[3]",
  "synth.area.top_cells": "ha_1 (27%), a21oi_1 (15%), inv_1 (8.2%)",
  "pwr_density_cell_mw_per_mm2": 310.6,
  "yosys_area_um2": 274.0,
  "fillerInstances": 383,
  "pin_count": 12,
  "drt_iter0_drc": 17,
  "rsz0062_at_grt": "yes",
  "flop_area_um2": 0,
  "synthCells": 42,
  "power.leakage_uw": 0.0002655,
  "hold_viol": 0,
  "place_area_um2": 485.5,
  "flop-count": 0,
  "ys_sh_xor_pct": 0,
  "rows": 21,
  "hp-class": "in2out",
  "syn_area_per_cell_um2": 6.524,
  "slowest_delay_ns": 0.21,
  "fp-utilization_pct": 8.022,
  "place.gp.congestion": 0.6787,
  "outcome": "complete, but fails checks",
  "placed_cells": 105,
  "worstPathRequired_ns": 0.96,
  "grt_max_degree": 11,
  "drv_slew": 0,
  "top_area_cell": "ha_1",
  "vias": 346,
  "fin_crit_sh_pct": 117.0,
  "hold_buffers": 0,
  "dp.final_hpwl_um": 687.7,
  "max-cap-violations": 0,
  "route.detailed.drc": 0,
  "period_minus_slack_ns": 1.404,
  "violations": "setup timing",
  "drt_first_pass_iters": 4,
  "wl_per_cell_um": 8.145,
  "gr-total-overflow": 0,
  "post-route-cell-area_um2": 610.6,
  "yosysSeqAreaShare_pct": 0,
  "yosys_warnings": 1,
  "ir_drop_mv": 0.04187,
  "grt_pass1_vias": 336,
  "track_usage_pct": 2.517,
  "hold_ws_ns": 0.9530,
  "critPathKind": "in2out",
  "crit_fanout": 4,
  "vias_per_cell": 3.145,
  "detail-route-antenna-nets": 0,
  "worst-path-buf-inv": 3,
  "max_freq_mhz": 712.5,
  "ys_cells": 42,
  "drive_gt1_share_pct": 62.50,
  "syn-cell-area_um2": 274.0,
  "cp-end-kind": "output pin",
  "io_buffers": 11,
  "critPathSlowestCell": "or2_1",
  "fin_cells": 110,
  "antenna_cells": 0
}
## tightest hold or removal path, delay by kind of cell
kind	cells	cell delay [ns]
buffers and inverters	2	0.27
AND-OR/OR-AND	2	0.20
## through the flow
stage                     power [uW]  setup slack [ns]
after floorplan                62.16            0.1218
after global placement         155.4            -1.002
after detailed placement       154.6           -0.9961
after CTS                      171.8           -0.2110
after global routing           209.5           -0.2562
final                          189.7           -0.2035
## final timing paths
check                        to  slack [ns]  cells past startpoint
hold / removal    o_sevenseg[5]        0.95                      4
setup / recovery  o_sevenseg[3]       -0.20                      7
## layout make-up
class | instances | area (um^2) | area share, %
Multi-Input combinational cell | 33 | 307.8 | 50.41
Timing Repair Buffer | 25 | 215.2 | 35.25
Tap cell | 46 | 57.56 | 9.426
Inverter | 6 | 30.03 | 4.918
## cells by family (layout without fill, tap and decap cells)
family,Yosys count,count (layout)
AOI/OAI and AO/OA,16,16
and+or+nand+nor,9,9
buffers and inverters,9,31
adders and majority gates,6,6
other,1,1
muxes,1,1
## power breakdown
part | switching, uW | internal [uW]
Sequential | 0 | 0
Clock | 0 | 0
Combinational | 81.8 | 108
## cells in the final DEF (no fill, tap or decap), drive strengths merged
master       synthesis  final
buf                  3     24
a21oi                9      9
inv                  6      6
ha                   6      6
o21ai                5      5
nand2                3      3
nand2b               2      2
or2b                 1      1
o211ai               1      1
or2                  1      1
and2b                1      1
nor2                 1      1
a31oi                1      1
mux2i                1      1
conb                 1      1
dlygate4sd2          0      1
## what timing repair did
item | CTS | global route
buffers inserted | 5 | 0
resized | 55 | 11
pin swaps | 7 | 4
endpoints found under the setup margin | 7 | 7
## metal layers
layer	vias to the layer above	wire (um)	track usage, %
met4	0	0	0
met1	160	360	2.703
met3	0	41	0.2273
met5	-	0	0
met2	6	494	5.297
li1	180	-	-
No activity file was given, so power comes from the tool's default toggle rates.
