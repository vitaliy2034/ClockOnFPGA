`./run.sh`:
```
#!/bin/bash
# OpenROAD 26Q1-2900-gdf79404cd8, Yosys 0.63+post, stock flow scripts
make -C /OpenROAD-flow-scripts/flow DESIGN_CONFIG=/design/flow/config.mk WORK_HOME=/design/flow/orfs finish
```
`./config.mk`:
```
export PLATFORM = sky130hd
export DESIGN_NAME = counter
export DESIGN_NICKNAME = counter
export VERILOG_FILES = /design/flow/design.v
export SDC_FILE = /design/flow/constraint.sdc
export NUM_CORES = 4
export LEC_CHECK = 1
export CORE_AREA = 10 10 70 70
export DIE_AREA = 0 0 80 80
```
`./constraint.sdc`:
```
current_design counter

set clk_period 1.3
set clk_io_pct 0.2

create_clock -name clk0 -period $clk_period [get_ports {i_clk}]

set non_clock_inputs [all_inputs -no_clocks]
set_input_delay [expr $clk_period * $clk_io_pct] -clock clk0 $non_clock_inputs
set_output_delay [expr $clk_period * $clk_io_pct] -clock clk0 [all_outputs]
```
`./design.v`:
```
module counter #(parameter MAX_VAL = 7, WIDTH = 4)(
input     i_clk,      i_rst_n,
input     i_srst,     i_cnt_en,
output    [WIDTH-1:0] o_data,
output    reg         o_tick
);
reg     [WIDTH-1:0] cnt;
wire    cnt_overflow = ((MAX_VAL == cnt) & i_cnt_en);
assign  o_data = cnt;
always @(posedge i_clk, negedge i_rst_n) begin
    if (~i_rst_n) begin
        o_tick <= 1'b0;
    end else begin
        if (cnt_overflow)
            o_tick <= 1'b1;
        else
            o_tick <= 1'b0;
    end
end
always @(posedge i_clk, negedge i_rst_n) begin
    if(~i_rst_n) begin
        cnt <= 0;
    end else begin
        if (cnt_overflow | i_srst)
            cnt <= 0;
        else if (i_cnt_en)
            cnt <= cnt + 1'b1;
    end
end
endmodule
```
==> changes_impl.md <==
### Implementation results

- Final setup fails: 0
- Initial antenna violation count: 0
- DRT Pass-1 Iters: 2
- Row cnt: 21
- Routed Antenna Nets: 0
- CP startpoint kind: register
- DR vias: 229
- DRC violations left: 0
- Drt total wl: 632 µm
- Top-area cell share: 51.5%
- Max Clock Freq: about 800 MHz
- CTS tree: built
- Layout area overhead: 80.9%
- Vias in the first global route: 248
- First-pass GRT wire length: 1.05 mm
- Fraction of layout cells with a size suffix above 1: between 20% and 30%
- Status: finished clean
- Die X: 80 µm
- Largest net degree at the start of global routing: 7
- Tool warnings: 25
- Crit-path max FO: 1
- Final HPWL DP: 460 µm
- Final worst path period share: 97.0%
- Pre-placement core utilization: under 10%
- RD Place Congestion: 0.677
- Die area: around 6400 µm²
- RSZ-0062 raised after global routing: false
- I/O Buffers: 8
- Synthesized registers: 5
- Peak supply drop: 0.000130 V
- Final Max Slew Viols: 0
- Final Hold Viols: 0
- CTS Sinks: 5
- Gr ovfl total: 0
- CP endpoint kind: output port
- Gate Area: 118 µm²
- Num CTS Buffers: 3
- Worst Path Class, Setup: register to output port
- Crit path buf inv count: 1
- H-Tree Depth: 1
- Worst min-delay path class: primary input to async pin
- Max Cap Viol: 0
- Core area: 3420 µm²
- Sequential standard cell area: 125 µm²
- Register share after synthesis: 51.5%
- Top post-synthesis cells by area: dfrtp_1, nand3b_1, ha_1
- Hold_buf cts: 0
- Fin util: between 10% and 20%
- Post-synthesis cell count: 20
- Gr usage total: ~1.9%
- Clk Tree Root Cell: clkbuf_4
- CP max-delay cell: clkdlybuf4s50_1
- Top cell family by delay on the critical path: buffers and inverters
- CP peak stage delay: 450 ps
- Synth area leader: dfrtp_1
- Vias/cell: roughly 2.8
- WP data arrival: 1000 ps
- R2r setup slk: 90 ps
- Minimum clock period: 1260 ps
- I/O Pins: 9
- CTS max path bufs: 2
- Slew headroom: 84.0%
- Yosys cell count: 20
- Chip height: 80 µm
- LEAKAGE: between 0.15 and 0.2 nW
- Post-Syn Area: 243 µm²
- Cells along the critical path: clkdlybuf4s50_1
- Per-cell routed wire length: 7.61 µm
- Antenna Cells: 0
- Overall Power: 0.389 mW
- Violation tally from detailed-route iteration zero: 4
- Required time of the critical path: 1040 ps
- Yosys stat area: 243 µm²
- Cell Type Count: 14
- Clock skew: 2.60 ps
- Pwr dens: 886 nW/µm²
- Worst-path clk slew: 40 ps
- Syn_area_per_cell: 12.1 µm²
- Latency at later pin: 240 ps
- Worst slew pin tran: 239 ps
- Yosys warns: 1
- Number of fill cells in the layout: roughly 390
-- per-stage QoR --
| step | cell area (µm²) | instances | worst slack (ps) | setup TNS, ps | hold slack, ps |
|---|---|---|---|---|---|
| 4_1_cts | 439 | 83 | 25.2 | 0 | 249 |
| 2_1_floorplan | 243 | 20 | 267 | 0 | -35.6 |
| 6_report | 439 | 83 | 39.5 | 0 | 248 |
| 3_5_place_dp | 388 | 75 | -66.5 | -66.5 | 505 |
| 5_1_grt | 439 | 83 | 3.03 | 0 | 266 |
| 3_3_place_gp | 388 | 75 | -58.1 | -58.1 | 506 |
-- synthesized netlist by cell type --
| library cell | number |
|---|---|
| nor3_1 | 1 |
| a21oi_1 | 1 |
| nor2_1 | 1 |
| dfrtp_1 | 5 |
| a21bo_2 | 1 |
| nand4_1 | 1 |
| nand3b_1 | 2 |
| ha_1 | 1 |
| a22o_1 | 1 |
| and4b_1 | 1 |
| a32o_1 | 1 |
| nor2b_1 | 2 |
| mux2_1 | 1 |
| nor3b_1 | 1 |
-- final timing paths --
check                        start      to  depth (start not counted)
min reg2reg                 cnt[1]  cnt[1]                          2
min                        i_rst_n  o_tick                          1
max reg2reg                 cnt[0]  cnt[1]                          4
min in group clk0           cnt[1]  cnt[1]                          2
max                         o_tick  o_tick                          1
max in group asynchronous  i_rst_n  cnt[1]                          1
-- placed cells by master (no fill, tap or decap), types with 2 or more instances in the layout --
master | Yosys | final
buf_4 | 0 | 5
clkbuf_4 | 0 | 3
nand3b_1 | 2 | 2
dlygate4sd2_1 | 0 | 4
clkdlybuf4s50_1 | 0 | 4
dfrtp_1 | 5 | 5
nor2b_1 | 2 | 2
-- where the power goes --
part	internal, mW	leakage [nW]	switching (mW)
Sequential	0.162	0.0684	0.00272
Clock	0.116	0.0150	0.0584
Combinational	0.0305	0.116	0.0204
Total	0.308	0.200	0.0815
-- flip-flops by register name, summed over array words and instances (netlist names) --
signal,flops
o_tick,1
cnt,4
-- cell type report --
cell class | count | area share (%)
timing repair buffer | 13 | 25.6
sequential | 5 | 28.5
tap | 46 | 13.1
multi-input combinational | 15 | 26.8
clock buffer | 4 | 5.98
-- metal layers --
layer | global-route usage (%) | wire length, µm | part of all wire (%) | vias up
li1 | - | - | - | 113
met2 | 3.05 | 264 | 42 | 9
met4 | 0.880 | 0 | 0 | 0
met5 | 0 | 0 | 0 | -
met1 | 2.14 | 279 | 44 | 107
met3 | 1.02 | 88 | 14 | 0
-- repair_timing --
item	in CTS	in global routing
endpoints found under the setup margin	4	0
buffers inserted	4	0
resized	4	0
-- cell families after synthesis --
group | count (synthesis) | synth area share (%)
DFF | 5 | 51.5
adders and majority gates | 1 | 5.15
and+or+nand+nor | 9 | 24.7
AOI/OAI and AO/OA | 4 | 13.9
muxes | 1 | 4.64
No activity file was given, so power comes from the tool's default toggle rates.
